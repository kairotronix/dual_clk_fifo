`/design/flow/design.v`:
```
module dual_clk_fifo #(
    parameter                       DSIZE = 16,                  
    parameter                       DEPTH = 128,                 
    parameter                       ALMOST_EMPTY_VALUE = 4,
    parameter                       ALMOST_FULL_VALUE = 123
)
(
    input logic                     wr_clk,
    input logic                     wr_resetn,
    input logic [DSIZE-1:0]         wr_data_i,
    input logic                     wr_req_i,
    output logic                    wr_fifo_empty_o,
    output logic                    wr_fifo_almost_empty_o,
    output logic                    wr_fifo_full_o,
    output logic                    wr_fifo_almost_full_o,
    output logic [$clog2(DEPTH):0]  wr_fifo_occupied_o,          
    input logic                     rd_clk,
    input logic                     rd_resetn,
    output logic [DSIZE-1:0]        rd_data_o,
    input logic                     rd_req_i,
    output logic                    rd_fifo_empty_o,
    output logic                    rd_fifo_almost_empty_o,
    output logic                    rd_fifo_full_o,
    output logic                    rd_fifo_almost_full_o,
    output logic [$clog2(DEPTH):0]  rd_fifo_occupied_o           
);
function int abs(int value);
    return (value >= 0) ? value : -value;
endfunction
localparam PTR_SIZE = $clog2(DEPTH);
logic [PTR_SIZE:0] wr_pointer, wr_pointer_g, wr_pointer_flip, wr_pointer_flop;
logic [PTR_SIZE:0] wr_pointer_r;
logic [PTR_SIZE:0] rd_pointer, rd_pointer_g, rd_pointer_flip, rd_pointer_flop;
logic [PTR_SIZE:0] rd_pointer_w;
logic [PTR_SIZE+1:0] rd_ptr_chk, wr_ptr_chk;
logic [PTR_SIZE+1:0] rd_ptr_chk_w, wr_ptr_chk_r;
logic [DSIZE-1:0] mem [DEPTH-1:0];
assign rd_ptr_chk_w =  {1'b0, rd_pointer_w};
assign wr_ptr_chk = {1'b0, wr_pointer};
assign wr_fifo_occupied_o = $unsigned(abs($signed(rd_ptr_chk_w - wr_ptr_chk)));
assign wr_fifo_full_o = (wr_fifo_occupied_o == (DEPTH));
assign wr_fifo_empty_o = (wr_fifo_occupied_o == '0);
assign wr_fifo_almost_full_o = (wr_fifo_occupied_o >= ALMOST_FULL_VALUE);
assign wr_fifo_almost_empty_o = (wr_fifo_occupied_o <= ALMOST_EMPTY_VALUE);
assign wr_ptr_chk_r =  {1'b0, wr_pointer_r};
assign rd_ptr_chk = {1'b0, rd_pointer};
assign rd_fifo_occupied_o = $unsigned(abs($signed(wr_ptr_chk_r - rd_ptr_chk)));
assign rd_fifo_empty_o = (rd_fifo_occupied_o == '0);
assign rd_fifo_full_o = (rd_fifo_occupied_o == (DEPTH));
assign rd_fifo_almost_empty_o = (rd_fifo_occupied_o <= ALMOST_EMPTY_VALUE);
assign rd_fifo_almost_full_o = (rd_fifo_occupied_o >= ALMOST_FULL_VALUE);
assign rd_data_o = mem[rd_pointer[PTR_SIZE-1:0]];
integer i;
always @(posedge wr_clk)
begin
    if(wr_resetn == '0)
    begin
        wr_pointer <= '0;
        for(i = 0; i < DEPTH; i = i + 1)
        begin
            mem[i] <= '0;
        end
    end
    else
    begin
        if(wr_req_i && !wr_fifo_full_o)
        begin
            mem[wr_pointer[PTR_SIZE-1:0]] <= wr_data_i;
            wr_pointer <= wr_pointer + 1;
        end
    end
end
bin2gray #(
    .N(PTR_SIZE+1)
)
b2g_rdPointer
(
    .binary(rd_pointer),
    .gray(rd_pointer_g)
);
always @(posedge wr_clk)
begin
    if(wr_resetn == '0)
    begin
        rd_pointer_flip <= '0;
        rd_pointer_flop <= '0;
    end
    else
    begin
        rd_pointer_flip <= rd_pointer_g;
        rd_pointer_flop <= rd_pointer_flip;
    end
end
gray2bin #(
    .N(PTR_SIZE+1)
)
g2b_rdPointer
(
    .gray(rd_pointer_flop),
    .binary(rd_pointer_w)
);
always @(posedge rd_clk)
begin
    if(rd_resetn == '0)
    begin
        rd_pointer <= '0;
    end
    else
    begin
        if(!rd_fifo_empty_o && rd_req_i)
        begin
            rd_pointer <= rd_pointer + 1;
        end
    end
end
bin2gray #(
    .N(PTR_SIZE+1)
)
b2g_wrPointer
(
    .binary(wr_pointer),
    .gray(wr_pointer_g)
);
always @(posedge rd_clk)
begin
    if(rd_resetn == '0)
    begin
        wr_pointer_flip <= '0;
        wr_pointer_flop <= '0;
    end
    else
    begin
        wr_pointer_flip <= wr_pointer_g;
        wr_pointer_flop <= wr_pointer_flip;
    end
end
gray2bin #(
    .N(PTR_SIZE+1)
)
g2b_wrPointer
(
    .gray(wr_pointer_flop),
    .binary(wr_pointer_r)
);
endmodule : dual_clk_fifo
module bin2gray #(parameter N = 5)
(
    input logic [N-1:0]     binary,
    output logic [N-1:0]    gray
);
int i;
always_comb
begin
    gray[N-1] = binary[N-1];
    for(i = N-1; i > 0; i = i - 1)
    begin
        gray[i-1] = binary[i] ^ binary[i-1];
    end
end
endmodule : bin2gray
module gray2bin #(parameter N = 5)
(
    input logic [N-1:0]     gray,
    output logic [N-1:0]    binary
);
genvar i;
generate
    for(i = 0; i < N; i = i + 1)
    begin
        assign binary[i] = ^ gray[N-1:i];
    end
endgenerate
endmodule : gray2bin
```
`/design/flow/run.sh`:
```
#!/bin/bash
# OpenROAD 26Q1-2900-gdf79404cd8, Yosys 0.63+post, stock flow scripts
make -C /OpenROAD-flow-scripts/flow DESIGN_CONFIG=/design/flow/config.mk WORK_HOME=/design/flow/orfs finish
```
`/design/flow/config.mk`:
```
export PLATFORM = sky130hd
export DESIGN_NAME = dual_clk_fifo
export DESIGN_NICKNAME = dual_clk_fifo
export VERILOG_FILES = /design/flow/design.v
export SDC_FILE = /design/flow/constraint.sdc
export NUM_CORES = 4
export LEC_CHECK = 1
export CORE_UTILIZATION = 30
export SYNTH_HDL_FRONTEND = slang
```
`/design/flow/constraint.sdc`:
```
current_design dual_clk_fifo

set clk_period 152.0
set clk_io_pct 0.2

create_clock -name clk0 -period $clk_period [get_ports {rd_clk}]
create_clock -name clk1 -period $clk_period [get_ports {wr_clk}]

set non_clock_inputs [all_inputs -no_clocks]
set_input_delay [expr $clk_period * $clk_io_pct] -clock clk0 $non_clock_inputs
set_output_delay [expr $clk_period * $clk_io_pct] -clock clk0 [all_outputs]
```
==> flow_metrics.env <==
# implementation run metrics
export IMPL_synth_cell_types=67
export IMPL_finalPower_uw=1440
export IMPL_drive_gt1_share_pct=21.5
export IMPL_rsz0062_at_grt="no"
export IMPL_clkTransAtPathRegs_ns=0.07
export IMPL_ios=62
export IMPL_top_area_cell="edfxtp_1"
export IMPL_wire_per_inst_um=31.3
export IMPL_edf_count=2048
export IMPL_io_buffers=60
export IMPL_grt_pass1_vias=59600
export IMPL_chip_area_mm2=0.313
export IMPL_fill_cells=29100
export IMPL_p_clk_share_pct=35.7
export IMPL_whs_ns=0.0629
export IMPL_p_int_uw=1040
export IMPL_synth_seq_share_pct=67.0
export IMPL_grtUsageTotal_pct=22.3
export IMPL_wl_mm=327
export IMPL_slew_headroom_pct=34.9
export IMPL_postSynthAreaPerCell_um2=15.1
export IMPL_netlist_area_mm2=0.0932
export IMPL_vias=56600
export IMPL_grt_pass1_wl_mm=457
export IMPL_ys_area_mm2=0.0932
export IMPL_setup_violations=0
export IMPL_synthCells=6189
export IMPL_antenna_found_initial=35
export IMPL_synth_main_ff_cell="edfxtp_1"
export IMPL_cp_endpoint="rd_data_o[9]"
export IMPL_crit_path_start_kind="register"
export IMPL_grt_start_max_net_pins=136
export IMPL_drc=0
export IMPL_gp_congestion=0.984
export IMPL_timing_setup_tns_ns=0
export IMPL_ys_cells=6189
export IMPL_p_per_area_mw_per_mm2=13.6
export IMPL_vdd_drop_max_uv=13.5
export IMPL_rr_startpoint="rd_pointer_flop[7]"
export IMPL_core_mm2=0.309
export IMPL_die_w_um=559
export IMPL_area_leaders="edfxtp_1 (66%), mux4_2 (16%), nor2_1 (5.7%)"
export IMPL_slew_viol_final=0
export IMPL_grt_overflow=0
export IMPL_clock_skew_ns=0.0586
export IMPL_critPathLaunch="rd_pointer[1]"
export IMPL_seqPwrFrac_pct=46.4
export IMPL_reg2regPathDepth=22
export IMPL_cts_tree="built"
export IMPL_yosysWarnings=0
export IMPL_tightest_slew_ns=0.970
export IMPL_reg2reg_slack_ns=144.05
export IMPL_top_area_share_pct=66.0
export IMPL_drtIter0Drc=4426
export IMPL_cts_num_sinks=2096
export IMPL_fp_row_count=204
export IMPL_syn_to_final_growth_pct=13.2
export IMPL_numSynthFlops=2096
export IMPL_timing_rr_end="mem[62][7]"
export IMPL_worst_path_max_fanout=83
export IMPL_post_dp_hpwl_mm=216
export IMPL_cts_repair_resized=0
export IMPL_dr_pass1_iters=6
export IMPL_drv_cap=0
export IMPL_antenna_left=0
export IMPL_lay_top_count="edfxtp_1"
export IMPL_hold_buffers=4
export IMPL_async_flop_share_pct=0
export IMPL_end_kind="output port"
export IMPL_switchingPower_uw=398
export IMPL_outcome="finished, final reports clean"
export IMPL_layout_top_cells="edfxtp_1 (2048), nor2_1 (1410), mux4_2 (672)"
export IMPL_dieHeight_um=559
export IMPL_tool_warnings=47
export IMPL_combPwrFrac_pct=17.9
export IMPL_path_class="reg -> out"
export IMPL_hold_path_class="reg -> reg"
export IMPL_via_per_inst=5.42
export IMPL_critPathArrivalTime_ns=6.43
export IMPL_swShare_pct=27.7
export IMPL_cts_setup_buffers=0
export IMPL_hold_violations=0
export IMPL_p_leak_uw=0.0321
export IMPL_initial_core_util_pct=30.2
export IMPL_worstPathRequired_ns=121.60
[per-stage QoR]
step,worst slack (ns),area (µm²),std cells,utilization [%]
global route,114.97,105000,10400,34.2
CTS,115.20,105000,10400,34.1
global placement,115.47,98600,10000,31.9
detailed placement,115.47,98600,10000,31.9
finish,115.17,105000,10400,34.2
floorplan,117.20,93200,6189,-
[cell type report]
cell class                      instances  area [µm²]  area share [%]
Antenna cell                           37        92.6          0.0878
Clock buffer                          254        5470            5.19
Clock inverter                        130        1240            1.18
Inverter                               49         191           0.181
Multi-Input combinational cell       3419       28100            26.6
Sequential cell                      2096       62500            59.2
Tap cell                             4120        5150            4.89
Timing Repair Buffer                  335        2780            2.63
[routing by layer]
| metal | share of wire [%] | global-route usage, % |
|---|---|---|
| met5 | 0.59 | 5.26 |
| met4 | 6.8 | 11.8 |
| met3 | 21 | 21.3 |
| met2 | 43 | 30.5 |
| met1 | 28 | 21.3 |
[registers in the layout, summed over array words and instances, names as in the netlist]
| signal | count |
|---|---|
| rd_pointer | 8 |
| rd_pointer_flip | 8 |
| mem | 2048 |
| rd_pointer_flop | 8 |
| wr_pointer | 8 |
| wr_pointer_flop | 8 |
| wr_pointer_flip | 8 |
[Yosys cell counts, drive strengths merged, types with 17 or more instances]
library cell  instances
edfxtp             2048
nor2               1410
mux4                672
nor3                661
clkbuf              332
buf                 293
nand2               260
o21ai               136
dfxtp                48
inv                  48
and2                 41
ha                   40
xnor2                23
xor2                 22
or3                  19
nand2b               17
nand3                17
[worst max-delay path, cell delays in order, from the launching register on]
cell	delay, ns
dfxtp_4	0.65
buf_4	0.65
buf_12	0.50
buf_4	0.66
buf_4	0.66
buf_4	0.64
mux4_2	0.46
mux4_2	0.52
mux4_2	0.47
nand2_1	0.08
nand2_1	0.18
clkdlybuf4s50_1	0.46
[cells by family after synthesis]
| kind of cell | Yosys count | share of synthesized area [%] |
|---|---|---|
| adders and majority gates | 42 | 0.580 |
| DFF | 2096 | 67.0 |
| and+or+nand+nor | 2464 | 11.2 |
| buffers and inverters | 674 | 3.28 |
| xor gates and xnor gates | 45 | 0.423 |
| AOI/OAI and AO/OA | 194 | 1.21 |
| muxes | 674 | 16.3 |
[power groups by stage]
| stage | Sequential [µW] | Clock, µW | Combinational [µW] |
|---|---|---|---|
| CTS | 667 | 516 | 250 |
| global route | 669 | 538 | 265 |
| finish | 667 | 513 | 258 |
[worst min-delay path by stage]
stage        startpoint  slack [ns]  cells past startpoint            endpoint
6_report  rd_pointer[6]        0.06                      2  rd_pointer_flip[5]
5_1_grt   rd_pointer[6]        0.11                      2  rd_pointer_flip[5]
4_1_cts   rd_pointer[6]        0.02                      2  rd_pointer_flip[5]
